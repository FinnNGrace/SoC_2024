## flow/design.v

```verilog
module reg_file (
   input  wire          clk, 
                        rst_n,
                        rd_wr_en,
   input  wire [4:0]    rs1_addr, 
                        rs2_addr, 
                        rd_addr,
   input  wire [31:0]   rd_data,
   output wire [31:0]   rs1_data, 
                        rs2_data
);
   reg [31:0] REG [0:31];
   always @(negedge clk or negedge rst_n) begin
      if (!rst_n) begin
         REG[0]   <= 32'b0;
         REG[1]   <= 32'b0;
         REG[2]   <= 32'b0;
         REG[3]   <= 32'b0;
         REG[4]   <= 32'b0;
         REG[5]   <= 32'b0;
         REG[6]   <= 32'b0;
         REG[7]   <= 32'b0;
         REG[8]   <= 32'b0;
         REG[9]   <= 32'b0;
         REG[10]  <= 32'b0;
         REG[11]  <= 32'b0;
         REG[12]  <= 32'b0;
         REG[13]  <= 32'b0;
         REG[14]  <= 32'b0;
         REG[15]  <= 32'b0;
         REG[16]  <= 32'b0;
         REG[17]  <= 32'b0;
         REG[18]  <= 32'b0;
         REG[19]  <= 32'b0;
         REG[20]  <= 32'b0;
         REG[21]  <= 32'b0;
         REG[22]  <= 32'b0;
         REG[23]  <= 32'b0;
         REG[24]  <= 32'b0;
         REG[25]  <= 32'b0;
         REG[26]  <= 32'b0;
         REG[27]  <= 32'b0;
         REG[28]  <= 32'b0;
         REG[29]  <= 32'b0;
         REG[30]  <= 32'b0;
         REG[31]  <= 32'b0; 
      end
      else begin 
         if (rd_wr_en && rd_addr != 0) begin
            REG[rd_addr] <= rd_data;
         end
      end
   end
   assign rs1_data = REG[rs1_addr];            
   assign rs2_data = REG[rs2_addr];
endmodule
```

## flow/run.sh

```bash
#!/bin/bash
# OpenROAD 26Q1-2900-gdf79404cd8, Yosys 0.63+post, stock flow scripts
make -C /OpenROAD-flow-scripts/flow DESIGN_CONFIG=/design/flow/config.mk WORK_HOME=/design/flow/orfs finish
```

## flow/config.mk

```make
export PLATFORM = sky130hd
export DESIGN_NAME = reg_file
export DESIGN_NICKNAME = reg_file
export VERILOG_FILES = /design/flow/design.v
export SDC_FILE = /design/flow/constraint.sdc
export NUM_CORES = 4
export LEC_CHECK = 1
export CORE_UTILIZATION = 40
```

## flow/constraint.sdc

```tcl
current_design reg_file

set clk_period 7.0
set clk_io_pct 0.2

create_clock -name clk0 -period $clk_period [get_ports {clk}]

set non_clock_inputs [all_inputs -no_clocks]
set_input_delay [expr $clk_period * $clk_io_pct] -clock clk0 $non_clock_inputs
set_output_delay [expr $clk_period * $clk_io_pct] -clock clk0 [all_outputs]
```

==> qor.yml <==
status:
  outcome: "aborted with a tool error"
  stop_stage: "5_1_grt"
  firstError: "[ERROR GRT-0116] Global routing finished with congestion. Check the congestion regions in the DRC Viewer."
placement:
  dpl_cell_area_mm2: 0.0582
  placed_cells: 6166
  preCtsSetupSlack_ps: -125
  place_congestion: 1.08
  portBuffers: 113
  dp_hpwl_um: 184000
synth:
  synth.avg_cell_area_um2: 11.8
  ys_top_logic_family: "multiplexers"
  yosys_cells: 4373
  async_flop_share: 1.00
  ys_seq_frac: 0.496
  ys.flop_type: "dfrtn_1"
  synth_cells: 4373
  yosys.area_share.aoi: 0.155
  synth_flops: 1024
  ys_sh_xor: 0
  mux_area_frac: 0.237
  edf_count: 0
  ys_chip_area_mm2: 0.0516
  synthDistinctLibCells: 73
  ys_sh_adder: 0
  synthSimpleGateAreaFrac: 0.0723
  syn-cell-area_mm2: 0.0516
  ys.warnings.count: 2
clock_tree:
  ctsHoldBuffers: 0
  cts_buffers: 115
  clockBufferDepth: 3
  clock_sinks: 1024
  root_buffer: "clkbuf_16"
  htreeDepth: 3
final_timing:
  worstEpCategory: "output port"
  crit_endpoint: "rs1_data[31]"
floorplan:
  die_h_um: 361
  std_cell_rows: 131
  die_w_um: 361
  io_pins: 114
  fp_util: 0.404
grt:
  grt_max_degree: 94
-- logic make-up after synthesis --
kind of cell,after synthesis
AND-OR/OR-AND,1069
AND/OR/NAND/NOR,742
flip-flops,1024
buffers and inverters,451
multiplexers,1087
-- per-stage QoR --
stage	hold WS, ps	util
CTS	350	0.499
detailed placement	348	0.455
global placement	348	0.455
floorplan	412	-
-- synthesized netlist by cell type (7+ instances only) --
library cell | number | area, um^2
nor4_1 | 27 | 169
mux2_2 | 1035 | 11700
and3_1 | 11 | 68.8
or3_1 | 8 | 50.1
and4_1 | 10 | 87.6
a22o_1 | 50 | 438
o22a_1 | 9 | 78.8
nand4_1 | 93 | 582
o32a_1 | 10 | 100
o21ai_0 | 30 | 150
a2111oi_0 | 12 | 105
clkbuf_1 | 210 | 788
and2_1 | 10 | 62.6
a32oi_1 | 26 | 228
nor2b_1 | 15 | 93.8
nand3_1 | 52 | 260
dfrtn_1 | 1024 | 25600
a21oi_1 | 88 | 440
nor2_2 | 16 | 100
a222oi_1 | 25 | 250
a22oi_1 | 693 | 5200
a2bb2oi_1 | 11 | 96.3
a221oi_1 | 33 | 289
a211oi_1 | 9 | 67.6
nand2b_1 | 17 | 106
o2111ai_1 | 8 | 70.1
nand2_1 | 213 | 800
nor3_1 | 62 | 310
nor2_1 | 162 | 608
buf_2 | 159 | 796
mux2i_1 | 44 | 440
buf_4 | 18 | 135
buf_1 | 53 | 199
a31oi_1 | 23 | 144
nand3b_1 | 7 | 52.6
-- what timing repair did --
action,CTS
endpoints found under the setup margin,64
resized,396
buffers inserted,103
pin swaps,248
