$ cat design/flow/design.v
module lsu (
   input  wire          clk,
                        rst_n,
                        w_en,
   input  wire [31:0]   w_data,
   output reg  [31:0]   r_data,
   input  wire [15:0]   addr,
   input  wire [2:0]    data_mode,      
   input  wire [31:0]   SW,             
                        KEY,
                        PREADY,
                        PSLVERR,
                        PRDATA,
   output wire [31:0]   LEDR,           
                        LEDG,
                        HEX_H,
                        HEX_L,
                        LCD,
                        PSEL,
                        PENABLE,
                        PADDR,
                        PWDATA,
                        PWRITE
); 
   wire  [7:0] BYTE  [0:3];   
   reg   [31:0]   KEY_MEM;           
   reg   [31:0]   SW_MEM;            
   reg   [31:0]   LCD_MEM;           
   reg   [31:0]   HEX_MEM_H;         
   reg   [31:0]   HEX_MEM_L;         
   reg   [31:0]   LEDG_MEM;          
   reg   [31:0]   LEDR_MEM;          
   reg   [31:0]   PREADY_MEM;            
   reg   [31:0]   PSLVERR_MEM;           
   reg   [31:0]   PRDATA_MEM;            
   reg   [31:0]   PSEL_MEM;              
   reg   [31:0]   PENABLE_MEM;           
   reg   [31:0]   PADDR_MEM;             
   reg   [31:0]   PWDATA_MEM;            
   reg   [31:0]   PWRITE_MEM;            
   reg   [31:0]   DMEM [0:(2**11)/4-1];    
   assign BYTE[0] = w_data[7:0];
   assign BYTE[1] = w_data[15:8];
   assign BYTE[2] = w_data[23:16];
   assign BYTE[3] = w_data[31:24]; 
   assign LEDR       = LEDR_MEM;
   assign LEDG       = LEDG_MEM;
   assign HEX_H      = HEX_MEM_H;
   assign HEX_L      = HEX_MEM_L;
   assign LCD        = LCD_MEM;
   assign PSEL       = PSEL_MEM;
   assign PENABLE    = PENABLE_MEM;
   assign PADDR      = PADDR_MEM;
   assign PWDATA     = PWDATA_MEM;
   assign PWRITE     = PWRITE_MEM;
   reg   [31:0]   MEM_OUT_B,
                  MEM_OUT_H,
                  MEM_OUT_W,
                  MEM_OUT_BU,
                  MEM_OUT_HU;
   always @(posedge clk or negedge rst_n) begin
      if (!rst_n) begin
         KEY_MEM <= 32'b0;
         SW_MEM <= 32'b0;
         PREADY_MEM <= 32'b0;
         PSLVERR_MEM <= 32'b0;
         PRDATA_MEM <= 32'b0;
      end
      else begin
         KEY_MEM <= KEY;
         SW_MEM <= SW;
         PREADY_MEM <= PREADY;
         PSLVERR_MEM <= PSLVERR;
         PRDATA_MEM <= PRDATA;
      end
   end
   always @(posedge clk or negedge rst_n) begin
      if (!rst_n) begin
         LCD_MEM <= 32'b0;
         HEX_MEM_H <= 32'b0;
         HEX_MEM_L <= 32'b0;
         LEDG_MEM <= 32'b0;
         LEDR_MEM <= 32'b0;
         PSEL_MEM <= 32'b0;
         PENABLE_MEM <= 32'b0;
         PADDR_MEM <= 32'b0;
         PWDATA_MEM <= 32'b0;
         PWRITE_MEM <= 32'b0;
      end
      else begin
         if (w_en) begin
            casez (addr)
               16'b0111_1000_0011_11??:
               begin
                  case (data_mode)
                  3'd1: begin
                     PSEL_MEM[7:0] <= BYTE[0];
                  end     
                  3'd2: begin
                     PSEL_MEM[15:0] <= {BYTE[1], BYTE[0]};
                  end
                  3'd3: begin
                     PSEL_MEM[31:0] <= {BYTE[3], BYTE[2], BYTE[1], BYTE[0]};
                  end
                  endcase
               end         
               16'b0111_1000_0011_10??:
               begin
                  case (data_mode)
                  3'd1: begin
                     PENABLE_MEM[7:0] <= BYTE[0];
                  end     
                  3'd2: begin
                     PENABLE_MEM[15:0] <= {BYTE[1], BYTE[0]};
                  end
                  3'd3: begin
                     PENABLE_MEM[31:0] <= {BYTE[3], BYTE[2], BYTE[1], BYTE[0]};
                  end
                  endcase
               end
               16'b0111_1000_0010_11??:
               begin
                  case (data_mode)
                  3'd1: begin
                     PADDR_MEM[7:0] <= BYTE[0];
                  end     
                  3'd2: begin
                     PADDR_MEM[15:0] <= {BYTE[1], BYTE[0]};
                  end
                  3'd3: begin
                     PADDR_MEM[31:0] <= {BYTE[3], BYTE[2], BYTE[1], BYTE[0]};
                  end
                  endcase
               end
               16'b0111_1000_0010_10??:
               begin
                  case (data_mode)
                  3'd1: begin
                     PWDATA_MEM[7:0] <= BYTE[0];
                  end     
                  3'd2: begin
                     PWDATA_MEM[15:0] <= {BYTE[1], BYTE[0]};
                  end
                  3'd3: begin
                     PWDATA_MEM[31:0] <= {BYTE[3], BYTE[2], BYTE[1], BYTE[0]};
                  end
                  endcase
               end
               16'b0111_1000_0010_01??:
               begin
                  case (data_mode)
                  3'd1: begin
                     PWRITE_MEM[7:0] <= BYTE[0];
                  end     
                  3'd2: begin
                     PWRITE_MEM[15:0] <= {BYTE[1], BYTE[0]};
                  end
                  3'd3: begin
                     PWRITE_MEM[31:0] <= {BYTE[3], BYTE[2], BYTE[1], BYTE[0]};
                  end
                  endcase
               end
               16'b0111_0000_0011_00??:          
               begin
                  case (data_mode)
                  3'd1: begin
                     LCD_MEM[7:0] <= BYTE[0];
                  end     
                  3'd2: begin
                     LCD_MEM[15:0] <= {BYTE[1], BYTE[0]};
                  end
                  3'd3: begin
                     LCD_MEM[31:0] <= {BYTE[3], BYTE[2], BYTE[1], BYTE[0]};
                  end
                  endcase
               end
               16'b0111_0000_0010_01??:          
               begin
                  case (data_mode)
                  3'd1: begin
                     HEX_MEM_H[7:0] <= BYTE[0];
                  end     
                  3'd2: begin
                     HEX_MEM_H[15:0] <= {BYTE[1], BYTE[0]};
                  end
                  3'd3: begin
                     HEX_MEM_H[31:0] <= {BYTE[3], BYTE[2], BYTE[1], BYTE[0]};
                  end
                  endcase
               end
               16'b0111_0000_0010_00??:          
               begin
                  case (data_mode)
                  3'd1: begin
                     HEX_MEM_L[7:0] <= BYTE[0];
                  end     
                  3'd2: begin
                     HEX_MEM_L[15:0] <= {BYTE[1], BYTE[0]};
                  end
                  3'd3: begin
                     HEX_MEM_L[31:0] <= {BYTE[3], BYTE[2], BYTE[1], BYTE[0]};
                  end
                  endcase
               end
               16'b0111_0000_0001_00??:          
               begin
                  case (data_mode)
                  3'd1: begin
                     LEDG_MEM[7:0] <= BYTE[0];
                  end     
                  3'd2: begin
                     LEDG_MEM[15:0] <= {BYTE[1], BYTE[0]};
                  end
                  3'd3: begin
                     LEDG_MEM[31:0] <= {BYTE[3], BYTE[2], BYTE[1], BYTE[0]};
                  end
                  endcase
               end
               16'b0111_0000_0000_00??:          
               begin
                  case (data_mode)
                  3'd1: begin
                     LEDR_MEM[7:0] <= BYTE[0];
                  end     
                  3'd2: begin
                     LEDR_MEM[15:0] <= {BYTE[1], BYTE[0]};
                  end
                  3'd3: begin
                     LEDR_MEM[31:0] <= {BYTE[3], BYTE[2], BYTE[1], BYTE[0]};
                  end
                  endcase
               end
               16'b0000_0???_????_????:          
               begin
                  case (data_mode)
                  3'd1: begin
                     DMEM[addr[10:2]][7:0] <= BYTE[0];
                  end     
                  3'd2: begin
                     DMEM[addr[10:2]][15:0] <= {BYTE[1], BYTE[0]};
                  end
                  3'd3: begin
                     DMEM[addr[10:2]][31:0] <= {BYTE[3], BYTE[2], BYTE[1], BYTE[0]};
                  end
                  endcase
               end
         endcase
         end
      end
   end
   always @(*) begin
      casez (addr)
         16'b0111_1000_0001_00??:          
         begin
            MEM_OUT_B = {{24{KEY_MEM[7]}}, KEY_MEM[7:0]};
            MEM_OUT_H = {{16{KEY_MEM[15]}}, KEY_MEM[15:0]};
            MEM_OUT_W = KEY_MEM;
            MEM_OUT_BU = {24'b0, KEY_MEM[7:0]};
            MEM_OUT_HU = {16'b0, KEY_MEM[15:0]};
         end
         16'b0111_1000_0000_00??:          
         begin
            MEM_OUT_B = {{24{SW_MEM[7]}}, SW_MEM[7:0]};
            MEM_OUT_H = {{16{SW_MEM[15]}}, SW_MEM[15:0]};
            MEM_OUT_W = SW_MEM;
            MEM_OUT_BU = {24'b0, SW_MEM[7:0]};
            MEM_OUT_HU = {16'b0, SW_MEM[15:0]};
         end
         16'b0111_1000_0011_01??:
         begin
            MEM_OUT_B = {{24{PREADY_MEM[7]}}, PREADY_MEM[7:0]};
            MEM_OUT_H = {{16{PREADY_MEM[15]}}, PREADY_MEM[15:0]};
            MEM_OUT_W = PREADY_MEM;
            MEM_OUT_BU = {24'b0, PREADY_MEM[7:0]};
            MEM_OUT_HU = {16'b0, PREADY_MEM[15:0]};
         end
         16'b0111_1000_0011_00??:
         begin
            MEM_OUT_B = {{24{PSLVERR_MEM[7]}}, PSLVERR_MEM[7:0]};
            MEM_OUT_H = {{16{PSLVERR_MEM[15]}}, PSLVERR_MEM[15:0]};
            MEM_OUT_W = PSLVERR_MEM;
            MEM_OUT_BU = {24'b0, PSLVERR_MEM[7:0]};
            MEM_OUT_HU = {16'b0, PSLVERR_MEM[15:0]};
         end
         16'b0111_1000_0010_00??:
         begin
            MEM_OUT_B = {{24{PRDATA_MEM[7]}}, PRDATA_MEM[7:0]};
            MEM_OUT_H = {{16{PRDATA_MEM[15]}}, PRDATA_MEM[15:0]};
            MEM_OUT_W = PRDATA_MEM;
            MEM_OUT_BU = {24'b0, PRDATA_MEM[7:0]};
            MEM_OUT_HU = {16'b0, PRDATA_MEM[15:0]};
         end
         16'b0111_1000_0011_11??:
         begin
            MEM_OUT_B = {{24{PSEL_MEM[7]}}, PSEL_MEM[7:0]};
            MEM_OUT_H = {{16{PSEL_MEM[15]}}, PSEL_MEM[15:0]};
            MEM_OUT_W = PSEL_MEM;
            MEM_OUT_BU = {24'b0, PSEL_MEM[7:0]};
            MEM_OUT_HU = {16'b0, PSEL_MEM[15:0]};
         end         
         16'b0111_1000_0011_10??:
         begin
            MEM_OUT_B = {{24{PENABLE_MEM[7]}}, PENABLE_MEM[7:0]};
            MEM_OUT_H = {{16{PENABLE_MEM[15]}}, PENABLE_MEM[15:0]};
            MEM_OUT_W = PENABLE_MEM;
            MEM_OUT_BU = {24'b0, PENABLE_MEM[7:0]};
            MEM_OUT_HU = {16'b0, PENABLE_MEM[15:0]};
         end
         16'b0111_1000_0010_11??:
         begin
            MEM_OUT_B = {{24{PADDR_MEM[7]}}, PADDR_MEM[7:0]};
            MEM_OUT_H = {{16{PADDR_MEM[15]}}, PADDR_MEM[15:0]};
            MEM_OUT_W = PADDR_MEM;
            MEM_OUT_BU = {24'b0, PADDR_MEM[7:0]};
            MEM_OUT_HU = {16'b0, PADDR_MEM[15:0]};
         end
         16'b0111_1000_0010_10??:
         begin
            MEM_OUT_B = {{24{PWDATA_MEM[7]}}, PWDATA_MEM[7:0]};
            MEM_OUT_H = {{16{PWDATA_MEM[15]}}, PWDATA_MEM[15:0]};
            MEM_OUT_W = PWDATA_MEM;
            MEM_OUT_BU = {24'b0, PWDATA_MEM[7:0]};
            MEM_OUT_HU = {16'b0, PWDATA_MEM[15:0]};
         end
         16'b0111_1000_0010_01??:
         begin
            MEM_OUT_B = {{24{PWRITE_MEM[7]}}, PWRITE_MEM[7:0]};
            MEM_OUT_H = {{16{PWRITE_MEM[15]}}, PWRITE_MEM[15:0]};
            MEM_OUT_W = PWRITE_MEM;
            MEM_OUT_BU = {24'b0, PWRITE_MEM[7:0]};
            MEM_OUT_HU = {16'b0, PWRITE_MEM[15:0]};
         end
         16'b0111_0000_0011_00??:          
         begin
            MEM_OUT_B = {{24{LCD_MEM[7]}}, LCD_MEM[7:0]};
            MEM_OUT_H = {{16{LCD_MEM[15]}}, LCD_MEM[15:0]};
            MEM_OUT_W = LCD_MEM;
            MEM_OUT_BU = {24'b0, LCD_MEM[7:0]};
            MEM_OUT_HU = {16'b0, LCD_MEM[15:0]};
         end
         16'b0111_0000_0010_01??:          
         begin
            MEM_OUT_B = {{24{HEX_MEM_H[7]}}, HEX_MEM_H[7:0]};
            MEM_OUT_H = {{16{HEX_MEM_H[15]}}, HEX_MEM_H[15:0]};
            MEM_OUT_W = HEX_MEM_H;
            MEM_OUT_BU = {24'b0, HEX_MEM_H[7:0]};
            MEM_OUT_HU = {16'b0, HEX_MEM_H[15:0]};
         end
         16'b0111_0000_0010_00??:          
         begin
            MEM_OUT_B = {{24{HEX_MEM_L[7]}}, HEX_MEM_L[7:0]};
            MEM_OUT_H = {{16{HEX_MEM_L[15]}}, HEX_MEM_L[15:0]};
            MEM_OUT_W = HEX_MEM_L;
            MEM_OUT_BU = {24'b0, HEX_MEM_L[7:0]};
            MEM_OUT_HU = {16'b0, HEX_MEM_L[15:0]};
         end
         16'b0111_0000_0001_00??:          
         begin
            MEM_OUT_B = {{24{LEDG_MEM[7]}}, LEDG_MEM[7:0]};
            MEM_OUT_H = {{16{LEDG_MEM[15]}}, LEDG_MEM[15:0]};
            MEM_OUT_W = LEDG_MEM;
            MEM_OUT_BU = {24'b0, LEDG_MEM[7:0]};
            MEM_OUT_HU = {16'b0, LEDG_MEM[15:0]};
         end
         16'b0111_0000_0000_00??:          
         begin
            MEM_OUT_B = {{24{LEDR_MEM[7]}}, LEDR_MEM[7:0]};
            MEM_OUT_H = {{16{LEDR_MEM[15]}}, LEDR_MEM[15:0]};
            MEM_OUT_W = LEDR_MEM;
            MEM_OUT_BU = {24'b0, LEDR_MEM[7:0]};
            MEM_OUT_HU = {16'b0, LEDR_MEM[15:0]};
         end
         16'b0000_0???_????_????:          
         begin
            MEM_OUT_B = {{24{DMEM[addr[10:2]][7]}}, DMEM[addr[10:2]][7:0]};
            MEM_OUT_H = {{16{DMEM[addr[10:2]][15]}}, DMEM[addr[10:2]][15:0]};
            MEM_OUT_W = DMEM[addr[10:2]];
            MEM_OUT_BU = {24'b0, DMEM[addr[10:2]][7:0]};
            MEM_OUT_HU = {16'b0, DMEM[addr[10:2]][15:0]};
         end
         default:
         begin
            MEM_OUT_B = 32'b0;
            MEM_OUT_H = 32'b0;
            MEM_OUT_W = 32'b0;
            MEM_OUT_BU = 32'b0;
            MEM_OUT_HU = 32'b0;
         end
      endcase
   end   
   always @(*) begin
      case (data_mode)
         3'd1: r_data = MEM_OUT_B;
         3'd2: r_data = MEM_OUT_H;
         3'd3: r_data = MEM_OUT_W;
         3'd4: r_data = MEM_OUT_BU;
         3'd5: r_data = MEM_OUT_HU;           
         default: r_data = 32'b0;
      endcase
   end
endmodule
$ cat design/flow/run.sh
#!/bin/bash
# OpenROAD 26Q1-2900-gdf79404cd8, Yosys 0.63+post, stock flow scripts
make -C /OpenROAD-flow-scripts/flow DESIGN_CONFIG=/design/flow/config.mk WORK_HOME=/design/flow/orfs finish
$ cat design/flow/config.mk
export PLATFORM = sky130hd
export DESIGN_NAME = lsu
export DESIGN_NICKNAME = lsu
export VERILOG_FILES = /design/flow/design.v
export SDC_FILE = /design/flow/constraint.sdc
export NUM_CORES = 4
export LEC_CHECK = 1
export CORE_UTILIZATION = 30
$ cat design/flow/constraint.sdc
current_design lsu

set clk_period 119.5
set clk_io_pct 0.2

create_clock -name clk0 -period $clk_period [get_ports {clk}]

set non_clock_inputs [all_inputs -no_clocks]
set_input_delay [expr $clk_period * $clk_io_pct] -clock clk0 $non_clock_inputs
set_output_delay [expr $clk_period * $clk_io_pct] -clock clk0 [all_outputs]
==> flow_metrics.tcl <==
# implementation run metrics
set metrics [dict create \
    die_h_um 1441 \
    edf_count 16384 \
    die_w_um 1441 \
    gp_congestion 1.554 \
    ctsResizeCount 0 \
    placed_cells 70123 \
    largest_area_cell "edfxtp_1" \
    error_line "[ERROR GRT-0116] Global routing finished with congestion. Check the congestion regions in the DRC Viewer." \
    syn_inst 35727 \
    place_area_um2 730400 \
    async_reset_ff_share_pct 2.846 \
    synth_flops 16864 \
    synth.top_cell.area_share_pct 79.21 \
    h-tree-depth 7 \
    syn_area_per_cell_um2 17.39 \
    port_buffers 563 \
    fp_util_pct 30.07 \
    grt_pass1_wl_um 12460000 \
    cts_buffer_depth 6 \
    lastStage "global routing (5_1_grt)" \
    yosys-top-cells-count "edfxtp_1, a22oi_1, nand2_1" \
    top_cells_by_area "edfxtp_1, a22oi_1, dfrtp_1" \
    outcome "stopped before the end" \
    flop_cell "edfxtp_1" \
    fp-row-count 528 \
    yosysCellCount 35727 \
    cts.sinks 16864 \
    synth_chip_area_um2 621100 \
    clockRootBuffer "clkbuf_16" \
    track_usage_pct 101.6 \
    grt_max_degree 123 \
    synthesis.area_um2 621100 \
    cts-buffers-inserted 1936 \
    yosysSeqAreaShare_pct 81.14 \
    synth_warnings 2 \
    hpwl_um 7041000 \
    ys_types 96 \
    overflow 120355 \
    grt_pass1_vias 777867 \
    synth_dominant_cell_count "edfxtp_1" \
    postCtsHoldBufs 0 \
    post-cts-setup-buffer-count 0 \
    io_pins 566 \
]
==> logic make-up after synthesis <==
group / after synthesis / share of synthesized area [%]
compound gates: 8620 / 10.60
xor+xnor: 6 / 0.008460
fa+ha+maj: 1 / 0.002014
buf+inv: 2325 / 1.618
flops: 16864 / 81.14
mux: 353 / 0.6367
simple gates: 7558 / 5.997
==> per-layer routing <==
layer / GRT usage [%] / GRT overflow
met4: 96.38 / 16493
met2: 106.9 / 48036
met3: 99.02 / 22544
met5: 90.04 / 1929
met1: 101.7 / 31353
==> per-stage QoR <==
step / setup WS (ns) / total power (µW) / hold WS, ns
floorplan: 68.55 / 6667 / 0.4783
global placement: 59.68 / 7040 / 0.5148
CTS: 61.30 / 12910 / 0.5361
detailed placement: 61.32 / 7041 / 0.5223
No activity file was given, so power comes from the tool's default toggle rates.
